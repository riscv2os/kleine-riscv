[/design/flow/config.mk]
export PLATFORM = sky130hd
export DESIGN_NAME = riscv_single_cycle
export DESIGN_NICKNAME = riscv_single_cycle
export VERILOG_FILES = /design/flow/design.v
export SDC_FILE = /design/flow/constraint.sdc
export NUM_CORES = 4
export LEC_CHECK = 1
export CORE_AREA = 10 10 98 98
export DIE_AREA = 0 0 108 108
export SYNTH_HDL_FRONTEND = slang
[/design/flow/constraint.sdc]
current_design riscv_single_cycle

set clk_period 4.9
set clk_io_pct 0.2

create_clock -name clk0 -period $clk_period [get_ports {clk}]

set non_clock_inputs [all_inputs -no_clocks]
set_input_delay [expr $clk_period * $clk_io_pct] -clock clk0 $non_clock_inputs
set_output_delay [expr $clk_period * $clk_io_pct] -clock clk0 [all_outputs]
[/design/flow/design.v]
module riscv_single_cycle (
    input clk,
    input rst,
    output [31:0] pc_out
);
    reg [31:0] pc;                 
    reg [31:0] instruction;        
    reg [31:0] regfile [0:31];     
    reg [31:0] data_memory [0:255];  
    wire [6:0] opcode;             
    wire [4:0] rs1, rs2, rd;       
    wire [31:0] op1, op2, result;  
    wire [31:0] imm;               
    wire [3:0] funct;              
    initial begin
        pc = 32'b0;
        regfile[0] = 32'b0;  
        data_memory[0] = 32'h0000000A;  
        data_memory[1] = 32'h00000014;  
    end
    always @(posedge clk or posedge rst) begin
        if (rst) begin
            pc <= 32'b0;  
        end else begin
            instruction <= data_memory[pc[7:2]];  
            pc <= pc + 4;  
        end
    end
    assign opcode = instruction[6:0];
    assign rs1 = instruction[19:15];
    assign rs2 = instruction[24:20];
    assign rd = instruction[11:7];
    assign imm = {{20{instruction[31]}}, instruction[31:20]};  
    assign funct = instruction[14:12];  
    assign op1 = regfile[rs1];
    assign op2 = (opcode == 7'b0010011) ? imm : regfile[rs2];  
    always @(posedge clk) begin
        case (opcode)
            7'b0110011: begin  
                case (funct)
                    3'b000: regfile[rd] <= op1 + op2;  
                    3'b100: regfile[rd] <= op1 - op2;  
                endcase
            end
            7'b0010011: begin  
                case (funct)
                    3'b000: regfile[rd] <= op1 + imm;  
                endcase
            end
            7'b0000011: begin  
                case (funct)
                    3'b010: regfile[rd] <= data_memory[op1 + imm[9:0]];  
                endcase
            end
            7'b0100011: begin  
                case (funct)
                    3'b010: data_memory[op1 + imm[9:0]] <= op2;  
                endcase
            end
        endcase
    end
    assign pc_out = pc;
endmodule
[/design/flow/run.sh]
#!/bin/bash
# OpenROAD 26Q1-2900-gdf79404cd8, Yosys 0.63+post, stock flow scripts
make -C /OpenROAD-flow-scripts/flow DESIGN_CONFIG=/design/flow/config.mk WORK_HOME=/design/flow/orfs finish
==> report_table.html <==
<!-- implementation run metrics -->
<table>
<tr><th>Metric</th><th>Value</th></tr>
<tr><th colspan="2">CTS</th></tr>
<tr><td>Max Buffers Root-to-Sink</td><td>2</td></tr>
<tr><td>Num Clock Sinks</td><td>30</td></tr>
<tr><td>Setup repair bufs after CTS</td><td>0</td></tr>
<tr><td>Number of buffers added by the clock tree synthesis step</td><td>5</td></tr>
<tr><td>Clock edge transition at the registers on the reported setup and hold paths</td><td>0.06 ns</td></tr>
<tr><td>Cell resize tally after clock tree synthesis</td><td>0</td></tr>
<tr><td>Skew-Pair Late Insertion Delay</td><td>0.28 ns</td></tr>
<tr><td>H-tree levels</td><td>2</td></tr>
<tr><td>Clock tree from TritonCTS</td><td>yes</td></tr>
<tr><td>Number of buffers added to fix hold violations after cts</td><td>0</td></tr>
<tr><td>Cell chosen for the clock root</td><td>sky130_fd_sc_hd__clkbuf_8</td></tr>
<tr><th colspan="2">Job</th></tr>
<tr><td>Number of maximum-capacitance constraint violations</td><td>0</td></tr>
<tr><td>Total tool warning count</td><td>25</td></tr>
<tr><th colspan="2">Route</th></tr>
<tr><td>Ant diodes</td><td>0</td></tr>
<tr><td>WL per Instance</td><td>12.1 um</td></tr>
<tr><td>Number of detailed-routing iterations run before antenna repair</td><td>2</td></tr>
<tr><td>Vias after detailed routing</td><td>935</td></tr>
<tr><td>Number of routed nets with antenna violations</td><td>0</td></tr>
<tr><td>Drt total wl</td><td>3090 um</td></tr>
<tr><td>DRC violation count after routing</td><td>0</td></tr>
<tr><td>Routed vias/inst</td><td>3.65</td></tr>
<tr><td>Number of violations reported at the end of detailed-routing iteration 0</td><td>17</td></tr>
<tr><th colspan="2">Timing</th></tr>
<tr><td>Post-layout period usage</td><td>46.0%</td></tr>
<tr><td>Time the worst path needs with I/O delays and setup</td><td>2.25 ns</td></tr>
<tr><td>Final setup violating endpoints</td><td>0</td></tr>
<tr><td>Worst slew margin</td><td>63.2%</td></tr>
<tr><td>Highest clock rate</td><td>0.444 GHz</td></tr>
<tr><td>Final number of max-transition violations</td><td>0</td></tr>
<tr><td>Final tally of hold violations</td><td>0</td></tr>
<tr><td>Sum of negative setup slack</td><td>0 ns</td></tr>
<tr><td>Slew @ Worst Pin</td><td>0.548 ns</td></tr>
<tr><td>Worst clock skew</td><td>0.00499 ns</td></tr>
<tr><td>RSZ-0062 raised after global routing</td><td>false</td></tr>
<tr><th colspan="2">Pwr</th></tr>
<tr><td>Total Power Consumption</td><td>456 uW</td></tr>
<tr><td>Standby leakage power</td><td>0.809 nW</td></tr>
<tr><td>Pwr Density</td><td>245 nW/um^2</td></tr>
<tr><td>Max rail drop VDD</td><td>84.5 uV</td></tr>
<tr><th colspan="2">Floorplanning</th></tr>
<tr><td>Effective utilization at floorplan</td><td>17.5%</td></tr>
<tr><td>Chip area</td><td>11700 um^2</td></tr>
<tr><td>Area inside the core boundary</td><td>7650 um^2</td></tr>
<tr><td>Die Wd</td><td>108 um</td></tr>
<tr><td>Y dimension of the die</td><td>108 um</td></tr>
<tr><td>Site row count</td><td>32</td></tr>
<tr><td># IOs</td><td>34</td></tr>
<tr><th colspan="2">Setup path</th></tr>
<tr><td>Critical Path RT</td><td>3.92 ns</td></tr>
<tr><td>Series of cell instances along the critical path</td><td>clkdlybuf4s50_1</td></tr>
<tr><td>Startpoint class of the critical path</td><td>register</td></tr>
<tr><td>CP max-delay cell</td><td>sky130_fd_sc_hd__clkdlybuf4s50_1</td></tr>
<tr><td>CP max FO</td><td>7</td></tr>
<tr><td>Crit path capture type</td><td>output pin</td></tr>
<tr><td>Cell depth of the worst setup path</td><td>1</td></tr>
<tr><td>Register-to-Register Path Depth</td><td>5</td></tr>
<tr><td>CP peak stage delay</td><td>0.53 ns</td></tr>
<tr><td>Top cell family by delay on the critical path</td><td>buffers and inverters</td></tr>
<tr><td>CP arrival</td><td>1.27 ns</td></tr>
<tr><td>Category of the most critical setup path</td><td>reg2out</td></tr>
<tr><td>Worst path buffer plus inverter count</td><td>1</td></tr>
<tr><th colspan="2">Yosys</th></tr>
<tr><td>Proportion of synthesized chip area in sequential cells</td><td>56.1%</td></tr>
<tr><td>Chip area line of the yosys report</td><td>1340 um^2</td></tr>
<tr><td>Mapped Cells</td><td>115</td></tr>
<tr><td># Cells Yosys</td><td>115</td></tr>
<tr><td>Yosys warning total</td><td>0</td></tr>
<tr><td>Distinct cell type count of the synthesized netlist</td><td>20</td></tr>
<tr><td>Summed instance area of the synthesized netlist</td><td>1340 um^2</td></tr>
<tr><td>Synthesized area divided by synthesized cell count</td><td>11.6 um^2</td></tr>
<tr><td>Registers, synthesis</td><td>30</td></tr>
<tr><th colspan="2">Final layout</th></tr>
<tr><td>Finished layout cell area</td><td>1860 um^2</td></tr>
<tr><td>Most frequent logic cell in the layout</td><td>sky130_fd_sc_hd__clkdlybuf4s50_1</td></tr>
<tr><td>Most numerous logic cells after layout</td><td>sky130_fd_sc_hd__clkdlybuf4s50_1 (31), sky130_fd_sc_hd__dfrtp_1 (30), sky130_fd_sc_hd__xnor2_1 (21), sky130_fd_sc_hd__nand3_1 (10), sky130_fd_sc_hd__nand2_1 (10)</td></tr>
<tr><td>Share of final-layout standard cells stronger than drive strength 1</td><td>9.74%</td></tr>
<tr><td>Growth of design area from synthesis to finish</td><td>39.3%</td></tr>
<tr><td>Util after Layout</td><td>24.4%</td></tr>
<tr><td>Max reg flops</td><td>30</td></tr>
<tr><th colspan="2">Global route</th></tr>
<tr><td>Number of global-route vias before repair</td><td>955</td></tr>
<tr><td>Largest net degree at the start of global routing</td><td>31</td></tr>
<tr><td>Total congestion overflow after global routing</td><td>0</td></tr>
<tr><td>Antenna violations before repair</td><td>0</td></tr>
<tr><td>Global routing usage summed across all routing layers</td><td>5.45%</td></tr>
<tr><td>First-pass GRT wire length</td><td>5120 um</td></tr>
<tr><th colspan="2">Place</th></tr>
<tr><td>Number of port buffers</td><td>31</td></tr>
<tr><td>Routability congestion estimate from global placement</td><td>0.717</td></tr>
<tr><td>Placement-stage cell area</td><td>1770 um^2</td></tr>
<tr><th colspan="2">Worst hold path</th></tr>
<tr><td>Number of cells on the worst hold path</td><td>1</td></tr>
<tr><td>Worst hold path type</td><td>reg2reg</td></tr>
<tr><th colspan="2">Status</th></tr>
<tr><td>Run status</td><td>completed</td></tr>
</table>
kinds of logic after synthesis:
logic type	after synthesis	synth area share, %
buffers and inverters	5	1.96
flip-flops	30	56.1
XOR/XNOR	28	18.3
adder cells (fa/ha/maj)	1	0.934
other	1	0.280
AND/OR/NAND/NOR	50	22.4
report_power, final:
part           switching (mW)  internal, mW
clock                  0.0892         0.113
sequential                  0         0.248
combinational         0.00498       0.00128
final timing paths:
path,startpoint,endpoint,slack (ns)
worst max register to register,pc_out[2],pc_out[28],3.03
worst min-delay path,pc_out[31],pc_out[31],0.47
worst max-delay path,pc_out[16],pc_out[16],2.65
max in group asynchronous,rst,pc_out[29],3.53
min in group asynchronous,rst,pc_out[2],1.07
worst min register to register,pc_out[31],pc_out[31],0.47
synthesized netlist by cell type:
cell,n,area [um^2]
sky130_fd_sc_hd__nand4_2,1,12.5
sky130_fd_sc_hd__nand4_1,9,56.3
sky130_fd_sc_hd__conb_1,1,3.75
sky130_fd_sc_hd__nor4_4,2,42.5
sky130_fd_sc_hd__and4_2,1,10.0
sky130_fd_sc_hd__nand3_1,10,50.1
sky130_fd_sc_hd__nand3_2,1,10.0
sky130_fd_sc_hd__buf_4,2,15.0
sky130_fd_sc_hd__nor2_1,7,26.3
sky130_fd_sc_hd__nand2_1,10,37.5
sky130_fd_sc_hd__and2_1,1,6.26
sky130_fd_sc_hd__or2_2,2,12.5
sky130_fd_sc_hd__ha_1,1,12.5
sky130_fd_sc_hd__and4_1,1,8.76
sky130_fd_sc_hd__and3_1,2,12.5
sky130_fd_sc_hd__inv_1,3,11.3
sky130_fd_sc_hd__dfrtp_1,30,751
sky130_fd_sc_hd__xor2_1,7,61.3
sky130_fd_sc_hd__xnor2_1,21,184
sky130_fd_sc_hd__nor3_1,3,15.0
routing by layer:
layer	part of all wire [%]	GRT usage (%)	up-vias
met3	5.9	1.57	6
met5	0	0	-
met2	44	7.89	22
met4	3.0	1.34	0
li1	-	-	466
met1	47	7.88	441
through the flow:
stage	hold WS (ns)	setup WS [ns]	std cells
after floorplan	0.425	3.29	116
after global placement	0.467	2.94	248
after detailed placement	0.474	2.93	248
after CTS	0.483	2.61	256
after global routing	0.515	2.57	256
final	0.472	2.65	256
layout make-up:
cell class | count | area (um^2)
multi-input cells | 81 | 566
clock buffers | 7 | 86.3
inverters | 3 | 11.3
repair buffers | 32 | 318
well taps | 102 | 128
fillers | 797 | 5780
clock inverters | 1 | 5.00
flip-flops and latches | 30 | 751
Power and IR drop assume default switching activity.

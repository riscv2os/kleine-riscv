<file path="flow/design.v">
module adder(
    input wire clk,
    input wire reset,
    input wire [3:0] a,
    input wire [3:0] b,
    output reg [4:0] sum
);
    always @(posedge clk or posedge reset) begin
        if (reset)
            sum <= 0;
        else
            sum <= a + b;
    end
endmodule
</file>
<file path="flow/config.mk">
export PLATFORM = sky130hd
export DESIGN_NAME = adder
export DESIGN_NICKNAME = adder
export VERILOG_FILES = /design/flow/design.v
export SDC_FILE = /design/flow/constraint.sdc
export NUM_CORES = 4
export LEC_CHECK = 1
export CORE_AREA = 10 10 70 70
export DIE_AREA = 0 0 80 80
export SYNTH_HDL_FRONTEND = slang
</file>
<file path="flow/run.sh">
#!/bin/bash
# OpenROAD 26Q1-2900-gdf79404cd8, Yosys 0.63+post, stock flow scripts
make -C /OpenROAD-flow-scripts/flow DESIGN_CONFIG=/design/flow/config.mk WORK_HOME=/design/flow/orfs finish
</file>
<file path="flow/constraint.sdc">
current_design adder

set clk_period 1.0
set clk_io_pct 0.2

create_clock -name clk0 -period $clk_period [get_ports {clk}]

set non_clock_inputs [all_inputs -no_clocks]
set_input_delay [expr $clk_period * $clk_io_pct] -clock clk0 $non_clock_inputs
set_output_delay [expr $clk_period * $clk_io_pct] -clock clk0 [all_outputs]
</file>
==> changes_impl.md <==
## Implementation

* Tally of OpenROAD warnings at 26
* Post-synthesis cell type count at 10
* Worst setup SP type: primary input
* Core area at 3420 µm²
* Number of fill cells at 396
* Synthesized instance count at 22
* Lkg Pwr at 0.222 nW
* Mean Syn Cell Area at 12.1 µm²
* First-pass GRT wire length at 903 µm
* Chip area at 6400 µm²
* Synth area leader: dfrtp_1
* Max reg flops at 5
* Ranking of synthesized cells by area: dfrtp_1 47%, ha_1 19%, fa_1 7.5%
* WS Path Type: in2reg
* GR Overflow Total at 0
* Routed len/inst at 7.54 µm
* Final WS setup at 0.0209 ns
* Post-synth ARST share at 100%
* Slew Limit Fails at 0
* Element type at the critical path end: register
* Post-route DRC violation count at 0
* Chip width at 80 µm
* Clock Sinks at 5
* Post-synth top area share at 47.2%
* Yosys Instances at 22
* Clock buffer depth at 2
* DP HPWL at 583 µm
* Htree depth at 1
* Routed Antenna Nets at 0
* CTS tree: built
* Clock transition at the registers of the reported paths at 0.04 ns
* Largest net degree at the start of global routing at 6
* Post-synth EDFFs at 0
* Critical Path AT at 1.15 ns
* Crit-path max FO at 2
* Final wirelength at 656 µm
* Vias in the first global route at 227
* # diodes at 0
* Status: completed
* Starting Density at 7.77%
* Hold Crit Class: in2async
* Slew @ Worst Pin at 0.171 ns
* CTS root buf: clkbuf_4
* Synth flops at 5
* DRT Pass-1 Iters at 2
* CP Data Required Time at 1.18 ns
* Share of cells above drive strength 1 at 39.0%
* Top cells by count: 5 x dfrtp_1, 5 x inv_1, 4 x ha_1
* Max Cap Viol at 0
* Setup Viol. Count Final at 0
* Top flop regs: sum (5)
* Final period utilization at 97.9%
* Post-synth seq share at 47.2%
* TritonCTS Buffers at 3
* VDD IR max at 0.000171 V
* Crit path time final at 0.979 ns
* Top Ports at 15
* CTS Hold Bufs at 0
* Die H at 80 µm
* RSZ-0062 raised after global routing: false
* Final hold violations at 0
* Initial antenna violation count at 0
* DRT iter0 DRCs at 3
* Slew margin rel. at 88.6%
* Top_reg_cell synth: dfrtp_1
* Gpl congestion at 0.660
* Synth-to-layout area growth at 85.8%
* Pwr/cell area at 1240 nW/µm²
* Total GRT Usage at 1.86%
* # port buffers at 14
* Register name with the most flops: sum
* Achievable clock frequency at 1020 MHz
* Post-Syn Area at 265 µm²
* Final hold slack at 0.159 ns
* Ys Warns at 0
* Vias per cell at 2.33
* Yosys chip area at 265 µm²
* Row count at 21
* DP Worst Slack at -0.560 ns
* DR vias at 203
[layout make-up]
class | count | area [µm²] | share of cell area [%]
clock buffers | 4 | 26.3 | 5.33
inverters | 5 | 18.8 | 3.81
multi-input cells | 12 | 149 | 30.2
flip-flops and latches | 5 | 125 | 25.4
well taps | 46 | 57.6 | 11.7
repair buffers | 15 | 116 | 23.6
[through the flow]
stage	instance area (µm²)	TNS [ns]	total power, mW	std cells	utilization, %
5_1_grt	493	0	0.652	87	14.4
3_3_place_gp	485	-2.07	0.411	83	14.2
6_report	493	0	0.609	87	14.4
3_5_place_dp	485	-2.13	0.414	83	14.2
2_1_floorplan	280	0	0.295	22	-
4_1_cts	518	-0.0106	0.636	87	15.2
[kinds of logic after synthesis]
family                   count (synthesis)  synth area share, %
buffers and inverters                    5                 7.08
adder cells (fa/ha/maj)                  5                 26.4
flip-flops                               5                 47.2
AND-OR/OR-AND                            3                 8.02
XOR/XNOR                                 2                 6.60
AND/OR/NAND/NOR                          2                 4.72
[placed cells by master, fill, tap and decap left out]
cell type	instances
a21oi_2	1
dfrtp_1	5
clkbuf_2	5
nor2b_1	1
clkbuf_1	1
o21ai_1	1
clkdlybuf4s50_1	3
clkdlybuf4s15_2	1
fa_2	1
a21o_1	1
clkbuf_4	3
clkdlybuf4s15_1	2
ha_1	2
ha_4	2
buf_2	1
xnor2_1	2
inv_2	1
nand2b_1	1
buf_4	1
dlygate4sd2_1	2
inv_1	4
[layer usage]
| metal | GRT usage [%] | wire (µm) |
|---|---|---|
| met1 | 1.34 | 203 |
| met5 | 0 | 0 |
| met3 | 1.02 | 79 |
| met4 | 0.704 | 0 |
| met2 | 3.77 | 373 |
[path summary, 6_finish.rpt]
kind	end	slack, ns	cells past startpoint	from
max in group asynchronous	sum[0]$_DFF_PP0_	0.68	2	reset
min in group clk0	sum[0]$_DFF_PP0_	0.23	2	a[0]
worst min-delay path	sum[3]$_DFF_PP0_	0.16	2	reset
worst max-delay path	sum[4]$_DFF_PP0_	0.02	7	b[0]
[critical path: stages]
cell and delay, ns:
clkdlybuf4s15_2 0.19, ha_4 0.12, inv_2 0.03, fa_2 0.34
nor2b_1 0.12, o21ai_1 0.08, nand2b_1 0.07
[timing repair]
item                                    CTS  global route
pin swaps                                 7             5
gates resized                            25             5
setup buffers                             0             0
endpoints found under the setup margin    9             6
[power by group]
| group | switching [mW] | total [mW] | internal, mW |
|---|---|---|---|
| clock network | 0.0755 | 0.226 | 0.150 |
| logic | 0.0514 | 0.143 | 0.0921 |
| registers | 0.00678 | 0.240 | 0.233 |
Power figures rest on the tool's default switching activity, not on a simulated workload.
